**flow/run.sh**
```bash
#!/bin/bash
# OpenROAD 26Q1-2900-gdf79404cd8, Yosys 0.63+post, stock flow scripts
make -C /OpenROAD-flow-scripts/flow DESIGN_CONFIG=/design/flow/config.mk WORK_HOME=/design/flow/orfs finish
```
**flow/config.mk**
```make
export PLATFORM = sky130hd
export DESIGN_NAME = reg8file
export DESIGN_NICKNAME = reg8file
export VERILOG_FILES = /design/flow/design.v
export SDC_FILE = /design/flow/constraint.sdc
export NUM_CORES = 4
export LEC_CHECK = 1
export CORE_UTILIZATION = 50
```
**flow/constraint.sdc**
```tcl
current_design reg8file

set clk_period 1.7
set clk_io_pct 0.2

create_clock -name clk0 -period $clk_period [get_ports {clk}]

set non_clock_inputs [all_inputs -no_clocks]
set_input_delay [expr $clk_period * $clk_io_pct] -clock clk0 $non_clock_inputs
set_output_delay [expr $clk_period * $clk_io_pct] -clock clk0 [all_outputs]
```
**flow/design.v**
```verilog
module dff(
	input wire clk,
	input wire clr,
	input wire en,
	input wire[7:0] d,
	output reg [7:0]q
);
always @(posedge clk or posedge clr)
begin
if (clr == 1'b1) q<=8'b0;
else if (en == 1'b1) q<=d;
end
endmodule
module reg8file(
	input wire[7:0] d,
	input wire clk,clr,en,
	input wire[2:0] wsel,
	input wire[2:0] rsel,
	output reg[7:0] q
);
wire[7:0] r0;
wire[7:0] r1;
wire[7:0] r2;
wire[7:0] r3;
wire[7:0] r4;
wire[7:0] r5;
wire[7:0] r6;
wire[7:0] r7;
reg[7:0] en1;
dff u_dff_0(.clk(clk),.d(d),.clr(clr),.en(en1[0]),.q(r0));
dff u_dff_1(.clk(clk),.d(d),.clr(clr),.en(en1[1]),.q(r1));
dff u_dff_2(.clk(clk),.d(d),.clr(clr),.en(en1[2]),.q(r2));
dff u_dff_3(.clk(clk),.d(d),.clr(clr),.en(en1[3]),.q(r3));
dff u_dff_4(.clk(clk),.d(d),.clr(clr),.en(en1[4]),.q(r4));
dff u_dff_5(.clk(clk),.d(d),.clr(clr),.en(en1[5]),.q(r5));
dff u_dff_6(.clk(clk),.d(d),.clr(clr),.en(en1[6]),.q(r6));
dff u_dff_7(.clk(clk),.d(d),.clr(clr),.en(en1[7]),.q(r7));
always @(*)
begin
    if(en)
    begin
    en1=8'b00000000;
    en1[wsel]=1;
    end
    else en1=8'b00000000;
end
always @(*)
begin
    case(rsel)
        0:q=r0;
        1:q=r1;
        2:q=r2;
        3:q=r3;
        4:q=r4;
        5:q=r5;
        6:q=r6;
        7:q=r7;
        default:q=0;
    endcase
end
endmodule
```
==> run summary <==
yosys + openroad results -> ratio of cells with drive above 1 in the final layout 60.43%, crit-path cells mux4_2, mux2_4, buf_2, Reg power frac ~44%, Avg Cell Area, Syn 15.14 sq um, grt total ovfl 0, fin area around 0.0042 sq mm, Leak Pwr ~0.0019 uW, Max-Cap Viols 0, Via density roughly 5.6, status finished, violations left, actual slew at the worst max-slew pin ~340 ps, RSZ-0062 raised after global routing yes, Area Growth Syn to Fin 38.61%, TritonCTS clock tree built, fin. max-slew vios 0, count of clock tree sinks 64, clock group share of total power 31.2%, Synth Warn # 2, #FFs+latches synth around 64, post-synthesis instance total approximately 200, Die Wd ~80 microns, dominant logic cell type in the layout dfrtp_1, Yosys Instances approximately 200, Antenna Violating Nets Remaining 0, Synth area leader dfrtp_1, min cycle time layout between 1500 and 2000 ps, top area cells in the synthesized netlist dfrtp_1 53%, mux2_2 23%, mux4_2 7.4%, mux2_4 3.9%, mux2i_1 2.6%, DR pass1 iterations 4, Crit Path Class reg2out, clk root buf clkbuf_8, H-tree levels 3, Routed WL around 6700 microns, worst rel slew slack between 70% and 80%, initial antenna violation count 0, PortBufs 24, register share after synthesis a little over half, Tool Warnings 31, Worst Setup End Kind output pin, die height ~80 microns, cts hold-fix bufs 0, Worst path slowest cell mux4_2, Core Rows 28, Iter 0 DRT Violations 57, top area contributor share 52.63%, via count ~2.0k, number of remaining DRC errors 0, clock latency (worst-skew pair) 320 ps, post-route worst setup slack -202.7 ps, placed insts ~320, clk buf depth 2, Routability Congestion about 0.80, placed cell area roughly 0.0037 sq mm, Min Hold Slack ~440 ps, yosys stat area between 0.003 and 0.004 sq mm, Clock transition at path regs 70 ps, # diodes 0, mapped cell area 0.003043 sq mm, vias in the first global route 2,104, Cell variety after synth 28, Avg WL per Cell ~19 microns, peak supply drop 717.4 uV, Max Clock Skew 0 ps, DP HPWL 4186 microns, worst hold-check path type in2async, Max Clk Rate ~530 MHz, P_int between 3000 and 4000 uW, Comb power frac 24.4%, failing checks setup timing, I/O pins 25, Top delay family on crit path multiplexers, largest net degree at the start of global routing roughly 65, fp util slightly above 50%, Top cells excl fill/tap 64 x dfrtp_1, 40 x mux2_2, 29 x mux2_4, 29 x buf_4, 12 x clkbuf_8, Crit path buffers/inverters 1, PD cells 1142 mW/mm^2, Startpoint Class flop, Core Region 0.005886 sq mm, Final Hold Vio Count 0, CTS buffer count 9, cycle use final 111.9%, die area roughly 0.0064 sq mm, setup violators final 16, Worst path max stage delay ~470 ps, WP data required 1360 ps, first-pass GRT wire length about 11,000 microns, CP Max Fanout 2, net load switching power approximately 1100 uW, sw frac between 20% and 30%, crit path DAT 1560 ps, GRT Overall Usage about 24%, Final Non-Filler Cells between 300 and 400
==> repair_timing <==
item / 4_1_cts / 5_1_grt
pin swaps: 12 / 4
gates resized: 76 / 15
cloned: 3 / 0
endpoints found under the setup margin: 72 / 24
setup buffers: 10 / 2
endpoints found under the hold margin: 0 / 0
==> synthesized netlist by cell type <==
library cell,instances
dfrtp_1,64
mux2_2,61
mux4_2,10
mux2_4,8
mux2i_1,8
nand2_1,5
nor2_1,5
clkbuf_1,4
a211oi_1,3
ha_1,3
inv_1,3
nand2b_1,3
nor3b_1,3
a21oi_1,2
a21oi_2,2
buf_2,2
nand3b_1,2
o22a_1,2
o22ai_1,2
buf_6,1
nand3_1,1
o32a_1,1
or3_1,1
or3b_1,1
or3b_2,1
or4b_4,1
xnor2_1,1
xor2_1,1
==> stage by stage <==
stage / setup slack [ps] / utilization [%] / power [uW] / setup TNS [ps]
2_1_floorplan: -318.4 / - / 2788 / -5003
3_3_place_gp: -1007 / 62.80 / 3136 / -48820
3_5_place_dp: -1032 / 62.80 / 3194 / -50140
4_1_cts: -212.3 / 70.34 / 4776 / -2117
5_1_grt: -266.4 / 71.66 / 5066 / -2349
6_report: -202.7 / 71.66 / 4818 / -1857
==> tightest hold or removal path, delay by kind of cell <==
kind / cells / cell delay [ps]
buffers and inverters: 3 / 830
==> path summary, 6_finish.rpt <==
kind,startpoint,end,slack (ps),cells past startpoint
min in group clk0,u_dff_5.q[0],u_dff_5.q[0],510,1
min,clr,u_dff_7.q[3],440,3
max reg2reg,u_dff_2.q[1],u_dff_2.q[1],690,3
max in group asynchronous,clr,u_dff_7.q[7],970,3
min reg2reg,u_dff_5.q[0],u_dff_5.q[0],510,1
max,u_dff_6.q[2],q[2],-200,3
==> registers in the layout, indices dropped and copies added, names as in the netlist <==
register and cells:
u_dff_3.q 8, u_dff_4.q 8, u_dff_6.q 8, u_dff_1.q 8, u_dff_5.q 8, u_dff_7.q 8, u_dff_2.q 8, u_dff_0.q 8
==> final cells by class <==
cell class	instances	area, sq um
flip-flops and latches	64	1602
inverters	3	30.03
repair buffers	68	709.4
fillers	380	1668
clock inverters	4	75.07
clock buffers	12	165.2
multi-input cells	127	1543
well taps	75	93.84
==> power by group through the flow <==
| stage | registers (uW) | clock network, uW | logic [uW] |
|---|---|---|---|
| CTS | 2130 | 1530 | 1120 |
| global route | 2190 | 1600 | 1270 |
| finish | 2140 | 1500 | 1180 |
==> layer usage <==
metal  track usage (%)  wire (microns)
met3             4.292             223
met1             39.68            3170
met5                 0               0
met4             3.036              54
met2             36.67            3292
==> logic make-up (layout without fill, tap and decap cells) <==
kind of cell,count (synthesis),count (layout),share of synthesized area [%]
mux,87,87,36.55
flops,64,64,52.63
simple gates,23,23,4.482
compound gates,12,12,2.961
buf+inv,10,87,1.562
fa+ha+maj,3,3,1.234
xor+xnor,2,2,0.5758
Power figures rest on the tool's default switching activity, not on a simulated workload.
